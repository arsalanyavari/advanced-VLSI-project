## /design/flow/config.mk

```make
export PLATFORM = sky130hd
export DESIGN_NAME = ripple_carry_adder
export DESIGN_NICKNAME = ripple_carry_adder
export VERILOG_FILES = /design/flow/design.v
export SDC_FILE = /design/flow/constraint.sdc
export NUM_CORES = 4
export LEC_CHECK = 1
export CORE_AREA = 10 10 87 87
export DIE_AREA = 0 0 97 97
```

## /design/flow/design.v

```verilog
module full_adder (
    input a,
    input b,
    input cin,
    output sum,
    output cout
);
    assign {cout, sum} = a + b + cin;
endmodule
module ripple_carry_adder (
    input clk,
    input rst,
    input [7:0] a,
    input [7:0] b,
    input cin,
    output reg [7:0] sum,
    output reg cout
);
    reg [7:0] a_reg, b_reg;
    reg cin_reg;
    wire [7:0] carry;
    wire [7:0] sum_wire;
    wire cout_wire;
always @(posedge clk or posedge rst) begin
    if (rst) begin
        a_reg <= 8'd0;
        b_reg <= 8'd0;
        cin_reg <= 1'b0;
        end else begin
        a_reg <= a;
        b_reg <= b;
    cin_reg <= cin;
    end
end
full_adder fa0 (
    .a(a_reg[0]),
    .b(b_reg[0]),
    .cin(cin_reg),
    .sum(sum_wire[0]),
    .cout(carry[0])
);
generate
genvar i;
for (i = 1; i < 8; i = i + 1) begin: adder_stage
    full_adder fa (
    .a(a_reg[i]),
    .b(b_reg[i]),
    .cin(carry[i-1]),
    .sum(sum_wire[i]),
    .cout(carry[i])
    );
end
endgenerate
assign cout_wire = carry[7];
always @(posedge clk or posedge rst) begin
if (rst) begin
    sum <= 8'd0;
    cout <= 1'b0;
    end else begin
    sum <= sum_wire;
    cout <= cout_wire;
end
end
endmodule
```

## /design/flow/constraint.sdc

```tcl
current_design ripple_carry_adder

set clk_period 5.4
set clk_io_pct 0.2

create_clock -name clk0 -period $clk_period [get_ports {clk}]

set non_clock_inputs [all_inputs -no_clocks]
set_input_delay [expr $clk_period * $clk_io_pct] -clock clk0 $non_clock_inputs
set_output_delay [expr $clk_period * $clk_io_pct] -clock clk0 [all_outputs]
```

## /design/flow/run.sh

```bash
#!/bin/bash
# OpenROAD 26Q1-2900-gdf79404cd8, Yosys 0.63+post, stock flow scripts
make -C /OpenROAD-flow-scripts/flow DESIGN_CONFIG=/design/flow/config.mk WORK_HOME=/design/flow/orfs finish
```

==> results.cfg <==
; flow metrics
[synth]
synthArstFlopShare = 1.00
synth.distinct_cells = 3
flop_cell = dfrtp_1
ys_cells = 45
ys_ff = 26
most_common_cell = dfrtp_1
synth_area_leader_cell = dfrtp_1
yosysWarningCount = 1
edf_count = 0
synth_seq_share = 0.764
syn_area_sq_um = 852
synthTopCellsByCount = dfrtp_1 (26), inv_1 (11), fa_1 (8)
syn_area_per_cell_sq_um = 18.9
top_cells_by_area = dfrtp_1 (76%), fa_1 (19%), inv_1 (4.8%)
yosysTopAreaCellShare = 0.764
synth_cells = 45
ys_area_sq_um = 852

[finish]
seqCellArea_sq_um = 651
fillers = 588
combGateArea_sq_um = 160
fin_area_sq_um = 1270
drive_above_1_share = 0.0649
fin_cells = 149
area_delta_synth_final_pct = 49.6

[run_status]
outcome = complete, no violations

[sta]
fin_setup_tns_ns = 0
fin_worst_skew_ns = 0.00255
min_period_ns = 3.55
fin_ws_ns = 1.85
whs_ns = 0.536
rsz0062_at_grt = false
finalMaxSlewViolations = 0
relSlewSlack = 0.787
tightest_slew_ns = 0.320
min_period_over_period = 0.658
setup_viol = 0
max_freq_mhz = 281
hold_viol = 0

[die]
fp-row-count = 27
die_x_um = 97
core_area_sq_um = 5640
die_h_um = 97
ioPinCount = 28
fp-utilization = 0.151
chip_area_sq_um = 9410

[critical_path]
path_depth = 12
endpoint_kind = register
crit_arrival_ns = 3.76
max_stage_delay_ns = 0.41
worstPathMaxFanout = 1
r2r_start = cin_reg$_DFF_PP0_
critPathLaunchType = register
cp_slowest_cell = fa_1
cp-endpoint = sum[7]$_DFF_PP0_
reg2reg_depth = 12
rr_endpoint = sum[7]$_DFF_PP0_
critPathLaunch = cin_reg$_DFF_PP0_
path_class = reg -> reg
crit_family = adder cells
crit_buf_inv = 4
worstPathRequired_ns = 5.60
reg2reg_slack_ns = 1.85
cpMostUsedCell = fa_1
cp_cell_sequence = inv_1 -> fa_1 -> inv_1 -> fa_1 -> fa_1 -> fa_1 -> fa_1 -> fa_1 -> fa_1 -> inv_1 -> fa_1 -> inv_1

[cts]
cts.sink_count = 26
cts_hold_buffers = 0
cts_max_level = 1
cts_setup_buffers = 0
cts_buffer_depth = 2
tritoncts = built
clockRootBuffer = clkbuf_8
clk_latency_ns = 0.26
cts.reportedPaths.clkPinSlew_ns = 0.08
cts_buffers = 3
ctsResizeCount = 0

[power_and_ir_drop]
power_density_nw_per_um2 = 307
power.leakage_nw = 0.559
ir_worst_vdd_mv = 0.153

[grt]
grt_max_degree = 27
grt_pass1_wl_um = 2560
track_usage = 0.0341
grt_pass1_vias = 511
grt_overflow = 0
antenna_found_initial = 0

[detailed_routing]
diodes = 0
post_drt_wl_per_cell_um = 10.1
drt-total-wl_um = 1510
drc = 0
via_count = 416
via_per_inst = 2.79
drt-initial-drc-count = 4
postRouteAntennaNets = 0
drtPass1Iterations = 2

[placement]
dp.cells = 145
postPlaceCellArea_sq_um = 1220
routabilityCongestion = 0.683
numPortBuffers = 27
post-place-ws_ns = 1.81
hpwlAfterDp_um = 1310

[min_path]
hold_path_class = reg -> reg

[flow_run]
warnings = 25
drv_cap = 0
layer usage:
metal,track usage,vias to the layer above,wire length [um]
li1,-,187,-
met5,0,-,0
met2,0.0542,21,717
met1,0.0373,208,564
met4,0.00113,0,0
met3,0.0265,0,225
worst register-to-register path: stages (launching register included):
cell     delay [ns]
dfrtp_1        0.36
inv_1          0.07
fa_1           0.16
inv_1          0.05
fa_1           0.37
fa_1           0.38
fa_1           0.39
fa_1           0.40
fa_1           0.39
fa_1           0.36
inv_1          0.08
fa_1           0.41
inv_1          0.06
placed cells by master (no fill, tap or decap):
| master | n |
|---|---|
| buf_4 | 1 |
| fa_1 | 8 |
| dfrtp_1 | 26 |
| clkbuf_8 | 4 |
| clkdlybuf4s50_1 | 27 |
| inv_1 | 11 |
how the worst min path moves through the flow:
| stage | cells past startpoint | to | start |
|---|---|---|---|
| after global routing | 1 | sum[5]$_DFF_PP0_ | a_reg[5]$_DFF_PP0_ |
| final | 1 | sum[2]$_DFF_PP0_ | a_reg[2]$_DFF_PP0_ |
| after CTS | 1 | sum[2]$_DFF_PP0_ | a_reg[2]$_DFF_PP0_ |
report_power, final:
part | switching, mW | internal (mW)
sequential | 0.00612 | 0.213
combinational | 0.0152 | 0.0381
clock | 0.0536 | 0.0649
through the flow:
stage	power, mW	util
after floorplan	0.233	-
after global placement	0.277	0.216
after detailed placement	0.279	0.216
after CTS	0.399	0.226
after global routing	0.417	0.226
final	0.391	0.226
cell families after synthesis:
family / Yosys count / synth area share
adders and majority gates: 8 / 0.188
buffers and inverters: 11 / 0.0485
DFF: 26 / 0.764
layout make-up:
type,count,area share
clock buffer,4,0.0432
inverter,11,0.0324
multi-input combinational,8,0.126
sequential,26,0.510
tap,72,0.0707
timing repair buffer,28,0.218
Power figures rest on the tool's default switching activity, not on a simulated workload.
